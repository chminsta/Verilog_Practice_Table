`flow/config.mk`:
```
export PLATFORM = sky130hd
export DESIGN_NAME = ALU_32bit
export DESIGN_NICKNAME = ALU_32bit
export VERILOG_FILES = /design/flow/design.v
export SDC_FILE = /design/flow/constraint.sdc
export NUM_CORES = 4
export LEC_CHECK = 1
export CORE_UTILIZATION = 40
```
`flow/constraint.sdc`:
```
current_design ALU_32bit

set clk_period 11.4
set clk_io_pct 0.2

create_clock -name clk0 -period $clk_period

set non_clock_inputs [all_inputs -no_clocks]
set_input_delay [expr $clk_period * $clk_io_pct] -clock clk0 $non_clock_inputs
set_output_delay [expr $clk_period * $clk_io_pct] -clock clk0 [all_outputs]
```
`flow/design.v`:
```
module ALU_1bit(a_in, b_in, Ainvert_in, Binvert_in, carry_in, less_in, op_in, result_out, carry_out);
    input a_in, b_in, Ainvert_in, Binvert_in, carry_in, less_in;
    input [1:0] op_in;
    output carry_out;
    output reg result_out;
    wire w_a;
    wire w_b;
    assign w_a = Ainvert_in ? ~a_in : a_in;
    assign w_b = Binvert_in ? ~b_in : b_in;
    always @(*)
    begin
        case(op_in)
            2'b00 : result_out = w_a & w_b;
            2'b01 : result_out = w_a | w_b;
            2'b10 : result_out = w_a + w_b + carry_in;
            2'b11 : result_out = less_in;
        endcase
    end
    assign carry_out = (((w_a ^ w_b) & carry_in) | (w_a & w_b));
endmodule
module ALU_1bit_overflow(a_in, b_in, Ainvert_in, Binvert_in, carry_in, less_in, op_in, result_out, set_out, overflow_out);
    input a_in, b_in, Ainvert_in, Binvert_in, carry_in, less_in;
    input [1:0] op_in;
    output reg result_out;
    output set_out;
    output overflow_out;
    wire w_a;
    wire w_b;
    assign w_a = Ainvert_in ? ~a_in : a_in;
    assign w_b = Binvert_in ? ~b_in : b_in;
    wire carry_out;
    assign carry_out = (((w_a ^ w_b) & carry_in) | (w_a & w_b));
    always @(*) begin
        case(op_in)
            2'b00 : result_out = w_a & w_b;
            2'b01 : result_out = w_a | w_b;
            2'b10 : result_out = w_a + w_b + carry_in;
            2'b11 : result_out = less_in;
        endcase
    end
    assign set_out = w_a + w_b + carry_in;
    assign overflow_out = carry_in ^ carry_out;
endmodule
module ALU_32bit(a_in, b_in, result_out, op_in, zero_out, overflow_out);
    input [31:0] a_in, b_in;
    input [3:0] op_in;
    output [31:0] result_out;
    output zero_out;
    output overflow_out;
    wire [31:0] w_carry;
    ALU_1bit ALU0(.a_in(a_in[0]), .b_in(b_in[0]), .Ainvert_in(op_in[3]), .Binvert_in(op_in[2]), .carry_in(op_in[2]), .less_in(w_carry[31]), .op_in(op_in[1:0]), .result_out(result_out[0]), .carry_out(w_carry[0]));
    ALU_1bit ALU1(.a_in(a_in[1]), .b_in(b_in[1]), .Ainvert_in(op_in[3]), .Binvert_in(op_in[2]), .carry_in(w_carry[0]), .less_in(1'b0), .op_in(op_in[1:0]), .result_out(result_out[1]), .carry_out(w_carry[1]));
    ALU_1bit ALU2(.a_in(a_in[2]), .b_in(b_in[2]), .Ainvert_in(op_in[3]), .Binvert_in(op_in[2]), .carry_in(w_carry[1]), .less_in(1'b0), .op_in(op_in[1:0]), .result_out(result_out[2]), .carry_out(w_carry[2]));
    ALU_1bit ALU3(.a_in(a_in[3]), .b_in(b_in[3]), .Ainvert_in(op_in[3]), .Binvert_in(op_in[2]), .carry_in(w_carry[2]), .less_in(1'b0), .op_in(op_in[1:0]), .result_out(result_out[3]), .carry_out(w_carry[3]));
    ALU_1bit ALU4(.a_in(a_in[4]), .b_in(b_in[4]), .Ainvert_in(op_in[3]), .Binvert_in(op_in[2]), .carry_in(w_carry[3]), .less_in(1'b0), .op_in(op_in[1:0]), .result_out(result_out[4]), .carry_out(w_carry[4]));
    ALU_1bit ALU5(.a_in(a_in[5]), .b_in(b_in[5]), .Ainvert_in(op_in[3]), .Binvert_in(op_in[2]), .carry_in(w_carry[4]), .less_in(1'b0), .op_in(op_in[1:0]), .result_out(result_out[5]), .carry_out(w_carry[5]));
    ALU_1bit ALU6(.a_in(a_in[6]), .b_in(b_in[6]), .Ainvert_in(op_in[3]), .Binvert_in(op_in[2]), .carry_in(w_carry[5]), .less_in(1'b0), .op_in(op_in[1:0]), .result_out(result_out[6]), .carry_out(w_carry[6]));
    ALU_1bit ALU7(.a_in(a_in[7]), .b_in(b_in[7]), .Ainvert_in(op_in[3]), .Binvert_in(op_in[2]), .carry_in(w_carry[6]), .less_in(1'b0), .op_in(op_in[1:0]), .result_out(result_out[7]), .carry_out(w_carry[7]));
    ALU_1bit ALU8(.a_in(a_in[8]), .b_in(b_in[8]), .Ainvert_in(op_in[3]), .Binvert_in(op_in[2]), .carry_in(w_carry[7]), .less_in(1'b0), .op_in(op_in[1:0]), .result_out(result_out[8]), .carry_out(w_carry[8]));
    ALU_1bit ALU9(.a_in(a_in[9]), .b_in(b_in[9]), .Ainvert_in(op_in[3]), .Binvert_in(op_in[2]), .carry_in(w_carry[8]), .less_in(1'b0), .op_in(op_in[1:0]), .result_out(result_out[9]), .carry_out(w_carry[9]));
    ALU_1bit ALU10(.a_in(a_in[10]), .b_in(b_in[10]), .Ainvert_in(op_in[3]), .Binvert_in(op_in[2]), .carry_in(w_carry[9]), .less_in(1'b0), .op_in(op_in[1:0]), .result_out(result_out[10]), .carry_out(w_carry[10]));
    ALU_1bit ALU11(.a_in(a_in[11]), .b_in(b_in[11]), .Ainvert_in(op_in[3]), .Binvert_in(op_in[2]), .carry_in(w_carry[10]), .less_in(1'b0), .op_in(op_in[1:0]), .result_out(result_out[11]), .carry_out(w_carry[11]));
    ALU_1bit ALU12(.a_in(a_in[12]), .b_in(b_in[12]), .Ainvert_in(op_in[3]), .Binvert_in(op_in[2]), .carry_in(w_carry[11]), .less_in(1'b0), .op_in(op_in[1:0]), .result_out(result_out[12]), .carry_out(w_carry[12]));
    ALU_1bit ALU13(.a_in(a_in[13]), .b_in(b_in[13]), .Ainvert_in(op_in[3]), .Binvert_in(op_in[2]), .carry_in(w_carry[12]), .less_in(1'b0), .op_in(op_in[1:0]), .result_out(result_out[13]), .carry_out(w_carry[13]));
    ALU_1bit ALU14(.a_in(a_in[14]), .b_in(b_in[14]), .Ainvert_in(op_in[3]), .Binvert_in(op_in[2]), .carry_in(w_carry[13]), .less_in(1'b0), .op_in(op_in[1:0]), .result_out(result_out[14]), .carry_out(w_carry[14]));
    ALU_1bit ALU15(.a_in(a_in[15]), .b_in(b_in[15]), .Ainvert_in(op_in[3]), .Binvert_in(op_in[2]), .carry_in(w_carry[14]), .less_in(1'b0), .op_in(op_in[1:0]), .result_out(result_out[15]), .carry_out(w_carry[15]));
    ALU_1bit ALU16(.a_in(a_in[16]), .b_in(b_in[16]), .Ainvert_in(op_in[3]), .Binvert_in(op_in[2]), .carry_in(w_carry[15]), .less_in(1'b0), .op_in(op_in[1:0]), .result_out(result_out[16]), .carry_out(w_carry[16]));
    ALU_1bit ALU17(.a_in(a_in[17]), .b_in(b_in[17]), .Ainvert_in(op_in[3]), .Binvert_in(op_in[2]), .carry_in(w_carry[16]), .less_in(1'b0), .op_in(op_in[1:0]), .result_out(result_out[17]), .carry_out(w_carry[17]));
    ALU_1bit ALU18(.a_in(a_in[18]), .b_in(b_in[18]), .Ainvert_in(op_in[3]), .Binvert_in(op_in[2]), .carry_in(w_carry[17]), .less_in(1'b0), .op_in(op_in[1:0]), .result_out(result_out[18]), .carry_out(w_carry[18]));
    ALU_1bit ALU19(.a_in(a_in[19]), .b_in(b_in[19]), .Ainvert_in(op_in[3]), .Binvert_in(op_in[2]), .carry_in(w_carry[18]), .less_in(1'b0), .op_in(op_in[1:0]), .result_out(result_out[19]), .carry_out(w_carry[19]));
    ALU_1bit ALU20(.a_in(a_in[20]), .b_in(b_in[20]), .Ainvert_in(op_in[3]), .Binvert_in(op_in[2]), .carry_in(w_carry[19]), .less_in(1'b0), .op_in(op_in[1:0]), .result_out(result_out[20]), .carry_out(w_carry[20]));
    ALU_1bit ALU21(.a_in(a_in[21]), .b_in(b_in[21]), .Ainvert_in(op_in[3]), .Binvert_in(op_in[2]), .carry_in(w_carry[20]), .less_in(1'b0), .op_in(op_in[1:0]), .result_out(result_out[21]), .carry_out(w_carry[21]));
    ALU_1bit ALU22(.a_in(a_in[22]), .b_in(b_in[22]), .Ainvert_in(op_in[3]), .Binvert_in(op_in[2]), .carry_in(w_carry[21]), .less_in(1'b0), .op_in(op_in[1:0]), .result_out(result_out[22]), .carry_out(w_carry[22]));
    ALU_1bit ALU23(.a_in(a_in[23]), .b_in(b_in[23]), .Ainvert_in(op_in[3]), .Binvert_in(op_in[2]), .carry_in(w_carry[22]), .less_in(1'b0), .op_in(op_in[1:0]), .result_out(result_out[23]), .carry_out(w_carry[23]));
    ALU_1bit ALU24(.a_in(a_in[24]), .b_in(b_in[24]), .Ainvert_in(op_in[3]), .Binvert_in(op_in[2]), .carry_in(w_carry[23]), .less_in(1'b0), .op_in(op_in[1:0]), .result_out(result_out[24]), .carry_out(w_carry[24]));
    ALU_1bit ALU25(.a_in(a_in[25]), .b_in(b_in[25]), .Ainvert_in(op_in[3]), .Binvert_in(op_in[2]), .carry_in(w_carry[24]), .less_in(1'b0), .op_in(op_in[1:0]), .result_out(result_out[25]), .carry_out(w_carry[25]));
    ALU_1bit ALU26(.a_in(a_in[26]), .b_in(b_in[26]), .Ainvert_in(op_in[3]), .Binvert_in(op_in[2]), .carry_in(w_carry[25]), .less_in(1'b0), .op_in(op_in[1:0]), .result_out(result_out[26]), .carry_out(w_carry[26]));
    ALU_1bit ALU27(.a_in(a_in[27]), .b_in(b_in[27]), .Ainvert_in(op_in[3]), .Binvert_in(op_in[2]), .carry_in(w_carry[26]), .less_in(1'b0), .op_in(op_in[1:0]), .result_out(result_out[27]), .carry_out(w_carry[27]));
    ALU_1bit ALU28(.a_in(a_in[28]), .b_in(b_in[28]), .Ainvert_in(op_in[3]), .Binvert_in(op_in[2]), .carry_in(w_carry[27]), .less_in(1'b0), .op_in(op_in[1:0]), .result_out(result_out[28]), .carry_out(w_carry[28]));
    ALU_1bit ALU29(.a_in(a_in[29]), .b_in(b_in[29]), .Ainvert_in(op_in[3]), .Binvert_in(op_in[2]), .carry_in(w_carry[28]), .less_in(1'b0), .op_in(op_in[1:0]), .result_out(result_out[29]), .carry_out(w_carry[29]));
    ALU_1bit ALU30(.a_in(a_in[30]), .b_in(b_in[30]), .Ainvert_in(op_in[3]), .Binvert_in(op_in[2]), .carry_in(w_carry[29]), .less_in(1'b0), .op_in(op_in[1:0]), .result_out(result_out[30]), .carry_out(w_carry[30]));
    ALU_1bit_overflow ALU31(.a_in(a_in[31]), .b_in(b_in[31]), .Ainvert_in(op_in[3]), .Binvert_in(op_in[2]), .carry_in(w_carry[30]), .less_in(1'b0), .op_in(op_in[1:0]), .result_out(result_out[31]), .set_out(w_carry[31]), .overflow_out(overflow_out));
    assign zero_out = (result_out == 0) ? 1 : 0;
endmodule
```
`flow/run.sh`:
```
#!/bin/bash
# OpenROAD 26Q1-2900-gdf79404cd8, Yosys 0.63+post, stock flow scripts
make -C /OpenROAD-flow-scripts/flow DESIGN_CONFIG=/design/flow/config.mk WORK_HOME=/design/flow/orfs finish
```
==> flow_summary.yaml <==
# generated from flow reports
logic_synthesis:
  ys_seq_share_pct: 0
  ys_cells: 404
  avgSynthCellArea_um2: 8.37
  yosys_warnings: 2
  synth.distinct_cells: 23
  postSynthCellCount: 404
  area_leaders: "ha_1 23%, fa_1 18%, xor2_1 16%"
  top_area_cell: "ha_1"
  ys_chip_area_mm2: 0.00338
  yosys-top-cells-count: "103 x inv_1, 62 x ha_1, 61 x xor2_1, 34 x buf_4"
  top_area_share_pct: 23.0
  yosysMostFrequentCell: "inv_1"
  syn_area_mm2: 0.00338
run:
  maxCapViolCount: 0
  openroad.warnings: 97
final_timing:
  rsz0062_at_grt: "yes"
  setup_viol: 17
  finalClockPeriodUsage_pct: 139
  fin_crit_ns: 15.85
  fmax_mhz: 63.1
  holdWs_ns: 5.33
  worst_pin_slew_ns: 0.625
  relSlewSlack_pct: 58.3
  setup_ws_ns: -4.45
  slew_violations: 0
  hold_viol_final: 0
grt:
  grt_pass1_vias: 2801
  use_met1_pct: 25.8
  use_met2_pct: 34.4
  grt_first_pass_wirelength_mm: 12.6
  grt_start_max_net_pins: 38
  grt_usage_pct: 18.7
  antenna_found_initial: 0
  grt_overflow: 0
  use_met3_pct: 0.823
  top_usage_layer: "met2"
die:
  die_area_mm2: 0.00882
  fp.dieW_um: 93.9
  std_cell_rows: 33
  core-area_mm2: 0.00818
  fp_util_pct: 41.3
  pin_count: 102
  die_height_um: 93.9
detailed_routing:
  wire_per_inst_um: 12.0
  drc: 0
  ant_nets: 0
  routed_wl_mm: 7.63
  drtIter0Drc: 35
  first_pass_iters: 4
  vias: 2779
  vias_per_cell: 4.38
critical_path:
  cpPeakStageDelay_ns: 0.55
  crit_fanout: 2
  worstPathArrival_ns: 13.57
  cp_common_cell: "fa_2"
  cp-startpoint: "a_in[1]"
  cp_slowest_cell: "fa_2"
  cp.required_ns: 9.12
  crit_type: "input port to primary output"
  startpoint_type: "input port"
  endpoint_kind: "primary output"
placement:
  dpl.cell_count: 628
  hpwl_mm: 6.33
  place.gp.congestion: 0.847
  io_buffers: 102
  place_area_mm2: 0.00482
pwr:
  p_sw_uw: 129
  internal_power_uw: 164
  p_leak_nw: 2.52
  total_power_uw: 293
  ir_drop_mv: 0.0278
  pwr-share-seq_pct: 0
  p_comb_share_pct: 100.0
  pwr-share-clk_pct: 0
  sw_frac_of_total_pct: 43.9
  powerDensity_mw_per_mm2: 59.5
cells_and_area:
  n_clock_buffer: 0
  fin_area_mm2: 0.00492
  syn2layout_area_growth_pct: 45.6
  drive_gt1_share_pct: 28.2
  fin_cells: 634
  ff_latch_area_um2: 0
  flops: 0
hold_path:
  hold_path_class: "input port to primary output"
  holdPathStages: 7
  min_to: "result_out[0]"
  worstHoldStart: "a_in[0]"
outcome:
  status: "complete, but fails checks"
  violations: "negative setup slack"
cell type report:
| type | instances | area (µm²) |
|---|---|---|
| Fill cell | 710 | 3260 |
| Multi-Input combinational cell | 250 | 2840 |
| Timing Repair Buffer | 175 | 1560 |
| Inverter | 103 | 387 |
| Tap cell | 105 | 131 |
| Antenna cell | 1 | 2.50 |
logic make-up (layout without fill, tap and decap cells):
family,after synthesis,count (layout),share of synthesized area (%)
XOR/XNOR,65,65,16.8
multiplexers,31,31,9.18
AND/OR/NAND/NOR,26,26,4.26
AND-OR/OR-AND,34,34,5.92
other,0,1,0
adder cells (fa/ha/maj),94,94,41.6
buffers and inverters,154,278,22.2
cells in the final DEF, fill, tap and decap left out, types with 6 or more instances in the layout:
cell / netlist / routed
fa_2: 0 / 31
mux2i_1: 31 / 31
ha_1: 62 / 62
nor4_1: 7 / 6
o22ai_1: 22 / 16
inv_2: 0 / 11
xor2_1: 61 / 58
buf_4: 34 / 72
nand2_1: 11 / 9
o21ai_1: 4 / 6
o22ai_2: 0 / 6
inv_1: 103 / 92
clkdlybuf4s50_1: 0 / 84
worst max path at each step:
stage / endpoint / slack (ns) / cells past startpoint
final: zero_out / -4.45 / 48
after global routing: zero_out / -4.87 / 49
after CTS: zero_out / -4.65 / 49
metrics by stage:
stage	setup WS (ns)	setup TNS, ns	utilization, %
2_1_floorplan	-3.78	-33.29	-
4_1_cts	-4.65	-44.43	59.4
3_5_place_dp	-5.20	-52.87	59.0
6_report	-4.45	-42.68	60.2
5_1_grt	-4.87	-47.92	60.1
3_3_place_gp	-5.17	-52.79	59.0
routing by layer:
metal  share of wire, %  routed length [µm]
met1                 46                3480
met2                 50                3810
met3                4.4                 335
met4                  0                   0
met5                  0                   0
power by group through the flow:
| stage | clock, mW | combinational (mW) | sequential (mW) |
|---|---|---|---|
| after CTS | 0 | 0.294 | 0 |
| after global routing | 0 | 0.331 | 0 |
| final | 0.0000000117 | 0.293 | 0 |
critical path: cells and delay by family:
family	cells	cell delay [ns]
AND/OR/NAND/NOR	3	0.53
adder cells (fa/ha/maj)	31	9.58
AND-OR/OR-AND	1	0.10
buffers and inverters	12	0.89
XOR/XNOR	1	0.14
timing repair:
action | CTS | global route
pin swaps | 12 | 8
gates resized | 48 | 18
endpoints found under the hold margin | 0 | 0
hold buffers | 0 | 0
buffers inserted | 9 | 4
setup endpoints to repair | 18 | 18
Power and IR drop assume default switching activity.
